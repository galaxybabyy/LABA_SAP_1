==> flow/design.v <==
module APB_master
(
    input wire PCLK,    
    input wire PWRITE_MASTER,    
    output reg PSEL = 0,   
    input wire [31:0] PADDR_MASTER,     
    input wire [31:0] PWDATA_MASTER,  
    output reg [31:0] PRDATA_MASTER = 0, 
    output reg PENABLE = 0,   
    input wire PRESET,  
    input wire PREADY,   
    output reg [31:0] PADDR = 0,  
    output reg [31:0] PWDATA = 0,  
    input  wire [31:0] PRDATA,  
    output reg PWRITE = 0       
);
function void apb_write(input  [31:0] inp_addr, input  [31:0] inp_data);  
begin
  PADDR = inp_addr;    
  PWDATA = inp_data;   
  PWRITE = 1'd1;      
  PSEL = 1'd1;     
  PENABLE = 1'd1;      
  if(PREADY)
   begin
     PSEL = !PSEL;                     
     PENABLE = !PENABLE;   
   end
end
endfunction
function void apb_read(input [31:0] inp_addr);  
begin
  if(!PREADY)
  begin
    PADDR = inp_addr;  
    PWRITE = 1'd0;
    PSEL = 1'd1;
    PENABLE = 1'd1;
  end
  else if(PREADY)
   begin
     PSEL = !PSEL;
     PENABLE = !PENABLE;
   end
end
endfunction
always @(posedge PCLK) 
begin
    if(PRESET)  
    begin
      PADDR <= 32'b0;
      PWDATA <= 32'b0;
      PWRITE <= 1'b0;
      PSEL <= 1'b0;
      PENABLE <= 1'b0;
      PRDATA_MASTER <= 1'b0;
    end
    else if (!PWRITE_MASTER)  
     begin
        apb_read(PADDR_MASTER);  
     end
    else if (PWRITE_MASTER)  
     begin
        apb_write(PADDR_MASTER, PWDATA_MASTER);
     end
  end
always @(posedge PREADY)  
begin
  if (!PWRITE_MASTER)      
    begin
     PRDATA_MASTER <=PRDATA;  
    end
end
endmodule
==> flow/run.sh <==
#!/bin/bash
# OpenROAD 26Q1-2900-gdf79404cd8, Yosys 0.63+post, stock flow scripts
make -C /OpenROAD-flow-scripts/flow DESIGN_CONFIG=/design/flow/config.mk WORK_HOME=/design/flow/orfs finish
==> flow/config.mk <==
export PLATFORM = sky130hd
export DESIGN_NAME = APB_master
export DESIGN_NICKNAME = APB_master
export VERILOG_FILES = /design/flow/design.v
export SDC_FILE = /design/flow/constraint.sdc
export NUM_CORES = 4
export LEC_CHECK = 1
export CORE_UTILIZATION = 30
==> flow/constraint.sdc <==
current_design APB_master

set clk_period 2.3
set clk_io_pct 0.2

create_clock -name clk0 -period $clk_period [get_ports {PCLK}]
create_clock -name clk1 -period $clk_period [get_ports {PREADY}]

set non_clock_inputs [all_inputs -no_clocks]
set_input_delay [expr $clk_period * $clk_io_pct] -clock clk0 $non_clock_inputs
set_output_delay [expr $clk_period * $clk_io_pct] -clock clk0 [all_outputs]
==> qor.txt <==
Arr. time, crit path - 2060 ps
# placed instances - 535
Max cap viols - 0
Top cells by count, synth - sky130_fd_sc_hd__dfxtp_1, sky130_fd_sc_hd__nor2_1
Launch point of the worst reg-to-reg path - PWDATA[29]
Number of distinct standard cells referenced by the synthesized netlist - 16
Leading area contributor after synthesis - sky130_fd_sc_hd__dfxtp_1
Sum of routed wire length over all layers - 7.15 mm
Post-synth seq share - 43.1%
Depth of the worst register-to-register path - 2
Worst hold path type - clock port to flip-flop
Final hold violation count - 0
Result of the run - finished, final reports clean
Top area contributor share - 43.1%
Worst Hold Endpoint - PWRITE
First-pass detailed-route iteration total - 3
Area contributors post-synth - sky130_fd_sc_hd__dfxtp_1, sky130_fd_sc_hd__nand4bb_1, sky130_fd_sc_hd__mux2i_1
Synth Register Bits - 67
Share of layout cells above drive strength 1 - 15.2%
Violation tally from detailed-route iteration zero - 88
Number of antenna violations at the first check in global routing - 0
Final-layout setup total negative slack - 0 ps
Chip area - 10800 um2
Final Hold Slack - 128 ps
P_leak - 1.87 nW
Synth Instances - 291
Crit Path Class - clock port to flip-flop
Number of standard cells reported by yosys - 291
Wire length per cell - 12.6 um
Pin count of the biggest net entering global routing - 100
Total grt overflow - 0
Worst min-delay path startpoint - PREADY
Antenna cell count - 0
Max-slew violations - 0
Setup repair after global routing missed its margin - false
Final design utilization - 47.2%
CTS tree - built
First-pass GRT wire length - 11.5 mm
Warnings, synthesis - 65
Die Span X - 104 um
Core Rows - 36
Signed area change from the synthesized netlist to the final layout - 50.4%
Number of endpoints failing setup at the final stage - 0
Cell Pwr Density - 855 nW/um2
Number of post-CTS setup repair buffers - 0
Overall routing resource usage - 13.6%
Fin worst setup slack - 510 ps
Cell area after synthesis - 3110 um2
Hold buffer count at cts - 0
Area of the core - 9910 um2
Fin cells - 567
Stage-log warning count - 128
Mean post-synth cell area - 10.7 um2
Clock transition at the registers of the reported paths - 70 ps
Post-detailed-route DRC marker count - 0
Die height - 104 um
Via-per-instance ratio - 4.29
Critical path startpoint category - clock port
Total non-filler cell area in the finished layout - 4680 um2
Via count of the first global-routing pass - 2671
Worst-case clock skew - 0 ps
FFs w/ async S/R, synth - 0%
Most popular library cell in the synthesized design by count - sky130_fd_sc_hd__dfxtp_1
Worst setup timing slack at the placement stage - 540 ps
Worst hold path depth - 4
Most common flop cell mapped by yosys - sky130_fd_sc_hd__dfxtp_1
Max Fanout on Critical Path - 10
ANT nets after route - 0
Starting density of the core - 31.4%
Reg-to-reg endpoint - PWDATA[29]
Number of enable-type register cells in the synthesized netlist - 0
Quantity of I/O buffers inserted on ports - 133
Worst vdd ir - 0.431 mV
Type of destination of the critical path - flip-flop
Placer Congestion - 0.765
Critical path data required time - 2570 ps
Via count of the routed design - 2432
Top-Level Pins - 199
Worst reg-to-reg setup slack - 1680 ps
Area of placed instances - 4300 um2
Pwr Total - 4.00 mW
Detailed Place HPWL - 4.29 mm
Yosys synthesis chip area - 3110 um2
Post_cts resized - 0
[kinds of logic (layout without fill, tap and decap cells)]
group                  count (synthesis)  in the layout  synth area share (%)
and+or+nand+nor                      100            100                  22.6
DFF                                   67             67                  43.1
buffers and inverters                 56            168                  14.4
AOI/OAI and AO/OA                     35             35                  9.42
muxes                                 32             32                  10.3
other                                  1             32                 0.121
[area by class of cell]
cell class | count | area (um2)
Timing Repair Buffer | 136 | 1360
Fill cell | 934 | 5230
Multi-Input combinational cell | 199 | 1440
Tap cell | 133 | 166
Clock inverter | 13 | 115
Clock buffer | 19 | 262
Sequential cell | 67 | 1340
[layer usage]
layer  global-route usage, %  vias up  share of wire, %
li1                        -     1206                 -
met1                    17.1     1059                47
met2                    15.3      147                39
met3                    10.3       20                11
met4                    10.3        0               2.8
met5                       0        -                 0
[where the power goes]
part	internal (mW)	total, mW	leakage (nW)	switching, mW
Clock	0.979	1.99	0.376	1.01
Sequential	1.35	1.45	0.555	0.0948
Combinational	0.438	0.560	0.941	0.122
[worst max-delay path, cell delays in order]
cell and delay (ps):
sky130_fd_sc_hd__clkbuf_8 130, sky130_fd_sc_hd__clkbuf_8 160, sky130_fd_sc_hd__and2b_4 160, sky130_fd_sc_hd__clkbuf_8 150, sky130_fd_sc_hd__clkbuf_8 180, sky130_fd_sc_hd__o21ai_2 130
[sequential cells by signal, summed over array words and instances, names as in the netlist]
register  flops
PSEL          1
PENABLE       1
PWDATA       32
PADDR        32
PWRITE        1
[worst max path at each step]
stage,startpoint,to,depth (start not counted)
CTS,PREADY,PADDR[20],6
global route,PREADY,PADDR[21],6
finish,PREADY,PADDR[19],6
[cells in the final DEF, fill, tap and decap left out, types with 2 or more instances in the layout]
cell type                         instances
sky130_fd_sc_hd__conb_1                  32
sky130_fd_sc_hd__dfxtp_1                 67
sky130_fd_sc_hd__inv_6                    2
sky130_fd_sc_hd__clkinvlp_4               2
sky130_fd_sc_hd__nor2_1                  35
sky130_fd_sc_hd__nand4bb_1               32
sky130_fd_sc_hd__o21ai_2                 30
sky130_fd_sc_hd__clkbuf_8                19
sky130_fd_sc_hd__buf_4                    2
sky130_fd_sc_hd__clkdlybuf4s50_1        131
sky130_fd_sc_hd__o21ai_1                  2
sky130_fd_sc_hd__nand2b_1                32
sky130_fd_sc_hd__clkinv_2                 3
sky130_fd_sc_hd__buf_2                    2
sky130_fd_sc_hd__inv_1                    2
sky130_fd_sc_hd__mux2i_1                 32
sky130_fd_sc_hd__o21a_1                   2
Power figures rest on the tool's default switching activity, not on a simulated workload.
